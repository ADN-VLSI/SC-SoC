===== flow/config.mk =====
export PLATFORM = sky130hd
export DESIGN_NAME = fifo
export DESIGN_NICKNAME = fifo
export VERILOG_FILES = /design/flow/design.v
export SDC_FILE = /design/flow/constraint.sdc
export NUM_CORES = 4
export LEC_CHECK = 1
export CORE_UTILIZATION = 30

===== flow/constraint.sdc =====
current_design fifo

set clk_period 4.7
set clk_io_pct 0.2

create_clock -name clk0 -period $clk_period [get_ports {clk_i}]

set non_clock_inputs [all_inputs -no_clocks]
set_input_delay [expr $clk_period * $clk_io_pct] -clock clk0 $non_clock_inputs
set_output_delay [expr $clk_period * $clk_io_pct] -clock clk0 [all_outputs]

===== flow/design.v =====
module fifo #(
    parameter int FIFO_SIZE         = 4,   
    parameter int DATA_WIDTH        = 8,   
    parameter bit ALLOW_FALLTHROUGH = 0    
) (
    input logic arst_ni,   
    input logic clk_i,     
    input  logic [DATA_WIDTH-1:0] data_in_i,         
    input  logic                  data_in_valid_i,   
    output logic                  data_in_ready_o,   
    output logic [DATA_WIDTH-1:0] data_out_o,         
    output logic                  data_out_valid_o,   
    input  logic                  data_out_ready_i,   
    output logic [FIFO_SIZE:0] count_o   
);
  logic [   FIFO_SIZE:0] wr_ptr;   
  logic [   FIFO_SIZE:0] rd_ptr;   
  logic [DATA_WIDTH-1:0] mem_data_out;
  logic                  msb_eq;   
  logic                  nmsb_eq;   
  logic                  full;   
  logic                  empty;   
  logic                  mem_we;   
  logic                  mem_re;   
  logic [DATA_WIDTH-1:0] fifo_mem                                       [2**FIFO_SIZE];
  always_comb mem_data_out = fifo_mem[rd_ptr[FIFO_SIZE-1:0]];
  always_ff @(posedge clk_i) begin
    if (mem_we) begin
      fifo_mem[wr_ptr[FIFO_SIZE-1:0]] <= data_in_i;
    end
  end
  always_comb msb_eq = (wr_ptr[FIFO_SIZE] == rd_ptr[FIFO_SIZE]);
  always_comb nmsb_eq = (wr_ptr[FIFO_SIZE-1:0] == rd_ptr[FIFO_SIZE-1:0]);
  always_comb full = !msb_eq && nmsb_eq;
  always_comb empty = msb_eq && nmsb_eq;
  always_comb data_in_ready_o = arst_ni & (full ? data_out_ready_i : 1'b1);
  always_comb mem_we = data_in_valid_i && data_in_ready_o;
  always_comb mem_re = data_out_valid_o && data_out_ready_i;
  always_comb count_o = wr_ptr - rd_ptr;
  if (ALLOW_FALLTHROUGH) begin
    always_comb begin
      data_out_o = empty ? data_in_i : mem_data_out;
      data_out_valid_o = empty ? data_in_valid_i : 1'b1;
    end
  end else begin
    always_comb begin
      data_out_o = mem_data_out;
      data_out_valid_o = !empty;
    end
  end
  always_ff @(posedge clk_i or negedge arst_ni) begin
    if (~arst_ni) begin
      wr_ptr <= '0;
    end else begin
      if (mem_we) wr_ptr <= wr_ptr + 1;
    end
  end
  always_ff @(posedge clk_i or negedge arst_ni) begin
    if (~arst_ni) begin
      rd_ptr <= '0;
    end else begin
      if (mem_re) rd_ptr <= rd_ptr + 1;
    end
  end
endmodule

===== flow/run.sh =====
#!/bin/bash
# OpenROAD 26Q1-2900-gdf79404cd8, Yosys 0.63+post, stock flow scripts
make -C /OpenROAD-flow-scripts/flow DESIGN_CONFIG=/design/flow/config.mk WORK_HOME=/design/flow/orfs finish

==> Changelog: implementation <==
### Physical design

- Critical Path Start: rd_ptr[0]
- Tmin final: around 3.8 ns
- Status: completed
- Number of global-route vias before repair: 2946
- Clock tree root driver cell: clkbuf_16
- Type of origin of the critical path: register
- Post-CTS setup buffer count: 0
- Die Y-Extent: 139.3 um
- Core Region: ~18000 um^2
- Syn avg cell area: 19.24 um^2
- Share of the clock period used by the worst path: 81.11%
- DR WL/cell: 18.84 um
- Antenna violations before repair: 0
- Log Warnings: 28
- Data arrival time of the worst path: around 2.9 ns
- ANT nets after route: 0
- CTS-repair resized insts: 0
- Port bufs: 26
- Synthesized netlist cell count: roughly 300
- Post-synth seq share: 72.36%
- Number of synthesized register bits: 138
- Max FO, Critical Path: 30
- GRT overflow: 0
- Residual DRC count: 0
- Top cells, area: edfxtp_1 68%, mux4_2 9.6%, dfrtp_1 4.4%
- Clk slew on worst S/H paths: 0.05 ns
- Vias/cell: 4.726
- Synth area leader: edfxtp_1
- Max-slew violation count: 0
- # rows: 49
- Synth cell types: 32
- Final setup vio count: 0
- Max-cap violations: 0
- First-pass GRT wire length: about 17000 um
- Drt first pass iters: 4
- TritonCTS clock tree: done
- HP Start: wr_ptr[4]
- TritonCTS Sinks: 138
- Final GP Congestion: just over 0.8
- Post-synthesis cell area: 5658 um^2
- Final HPWL DP: approximately 6900 um
- Hold buffers post-CTS: 0
- Least-Margin Pin Slew: 0.6582 ns
- Final Hold Fails: 0
- First-iteration detailed-routing DRC count: between 100 and 150
- Die X: 139.3 um
- H-tree Lvls: 4
- CTS Buf Count: 17
- Final WL: ~11000 um
- Largest net degree at the start of global routing: 31
- Init Core Util: 31.07%
- Clk buf depth: 2
- PwrDens: 598.3 nW/um^2
- Yosys cell count: 294
- P_leak: 2.230 nW
- Worst reg2reg path startpoint: rd_ptr[3]
- Clock Skews: 0.006653 ns
- YS chip area: between 5000 and 6000 um^2
- Die ar.: 19410 um^2
- Vias: 2694
- Type of destination of the critical path: output port
- Worst ir drop on vdd: 0.2767 mV
- I/O pins: 27
- Min-delay worst type: reg2reg
- RSZ-0062 raised after global routing: false
- CP Class: reg2out
- Syn. warnings: 1
- Layout cells sized above 1: between 10% and 20%
- TNS Setup: 0 ns
- P&R area growth vs syn: 17.80%
- Critical path required time: roughly 3.8 ns
- Top-area cell share: ~68%
- Maximum clock rate: 262.3 MHz
- Relative slew slack: 56.03%
- N_diodes: 0
- All-layer global routing usage: between 10% and 20%
- Worst-Skew Late Latency: about 0.40 ns
- Post-layout util: 36.60%
cell families after synthesis:
| kind of cell | share of synthesized area [%] |
|---|---|
| AND-OR/OR-AND | 3.936 |
| flip-flops | 72.36 |
| buffers and inverters | 2.013 |
| multiplexers | 13.80 |
| adder cells (fa/ha/maj) | 2.344 |
| AND/OR/NAND/NOR | 3.560 |
| XOR/XNOR | 1.990 |
final timing paths:
| kind | depth (start not counted) | slack (ns) | endpoint |
|---|---|---|---|
| setup reg to reg | 6 | 1.83 | fifo_mem[0][0] |
| min in group asynchronous | 1 | 0.89 | wr_ptr[3] |
| hold reg to reg | 1 | 0.52 | wr_ptr[4] |
| setup / recovery | 5 | 0.89 | data_out_o[3] |
| hold / removal | 1 | 0.52 | wr_ptr[4] |
| max in group asynchronous | 1 | 3.41 | rd_ptr[0] |
worst max-delay path, cell delays in order, from the launching register on:
cell and delay, ns:
dfrtp_2 0.69, buf_12 0.31, mux4_2 0.52, o21ai_0 0.29, o21ai_0 0.19, clkdlybuf4s50_1 0.45
through the flow:
step	instance area (um^2)	hold slack, ns	power (W)	cells	setup slack [ns]
after floorplan	5658	0.4959	0.002347	294	1.967
after global placement	6153	0.5148	0.002904	538	1.271
after detailed placement	6153	0.5180	0.002902	538	1.242
after CTS	6665	0.5257	0.004042	570	0.7718
after global routing	6665	0.5675	0.004211	570	0.5700
final	6665	0.5228	0.003988	570	0.8876
synth_stat cells, drive strengths merged:
master / instances
buf: 12
a21oi: 2
mux4: 24
mux2i: 24
and2: 10
fa: 1
dfrtp: 10
and3b: 1
xnor2: 9
a21boi: 1
o311a: 1
xor2: 3
and3: 8
clkbuf: 2
nor3b: 1
nand2: 5
nor2b: 2
ha: 9
and4: 1
a21o: 2
o31a: 1
inv: 7
edfxtp: 128
nand3: 1
o21ai: 18
a221oi: 8
nand4: 3
power by group:
group	switching (W)	total, W	internal, W
sequential	0.000122	0.00157	0.00145
combinational	0.000572	0.00129	0.000714
clock	0.000471	0.00113	0.000662
total	0.00116	0.00399	0.00282
registers in the layout, summed over array words and instances (netlist names):
register	cells
fifo_mem	128
rd_ptr	5
wr_ptr	5
cell usage in the layout, fill, tap and decap left out, types with 2 or more instances in the layout:
cell,count
a21o_1,2
clkinv_2,5
a221oi_1,8
and2_1,10
clkinv_1,3
and3_1,7
buf_4,2
xor2_1,3
nor2b_1,2
inv_1,7
dfrtp_1,9
nand2_1,5
ha_1,9
o21ai_0,18
mux4_2,24
xnor2_1,8
nand4_1,3
clkdlybuf4s50_1,26
mux2i_1,24
edfxtp_1,128
clkinvlp_4,5
a21oi_1,2
clkbuf_16,17
final cells by class:
class / count / area, um^2
Timing Repair Buffer: 29 / 295.3
Sequential cell: 138 / 4095
Clock buffer: 18 / 429.2
Tap cell: 229 / 286.5
Multi-Input combinational cell: 135 / 1450
Clock inverter: 14 / 82.58
Inverter: 7 / 26.28
Fill cell: 1617 / 11540
routing by layer:
layer	global-route usage (%)	share of wire, %	up-vias
met5	0	0	-
met4	1.345	0.67	0
met3	5.645	7.7	4
met2	19.81	50	89
met1	15.98	42	1347
li1	-	-	1254
Power figures rest on the tool's default switching activity, not on a simulated workload.
