==> ./design.v <==
module uart_rx (
    input  logic       clk_i,           
    input  logic       arst_ni,         
    input  logic       rx_i,            
    input  logic [1:0] data_bits_i,     
    input  logic       parity_en_i,     
    input  logic       parity_type_i,   
    output logic [7:0] data_o,          
    output logic       data_valid_o,    
    output logic       parity_error_o   
);
typedef enum logic [2:0] {
    IDLE,     
    START,    
    DATA,     
    PARITY,   
    STOP      
} rx_state_t;
rx_state_t state, next_state;
logic [7:0] shift_reg;    
logic [2:0] bit_cnt;      
logic [1:0] counter;      
logic       parity_bit;   
logic       parity_xor;   
logic       sample_now;   
always_comb sample_now = (state == IDLE) || counter == 'd1;
always_comb begin
    case (data_bits_i)
        2'b00:   parity_xor = ^shift_reg[4:0];   
        2'b01:   parity_xor = ^shift_reg[5:0];   
        2'b10:   parity_xor = ^shift_reg[6:0];   
        default: parity_xor = ^shift_reg[7:0];   
    endcase
end
always_comb begin
    next_state = state;
    case (state)
        IDLE:    if (!rx_i) next_state = START;
        START:   next_state = DATA;
        DATA:    if (bit_cnt == (3'(data_bits_i) + 3'd4))
                     next_state = parity_en_i ? PARITY : STOP;
        PARITY:  next_state = STOP;
        STOP:    next_state = IDLE;
        default: next_state = IDLE;
    endcase
end
always_ff @(posedge clk_i or negedge arst_ni) begin
    if (!arst_ni) begin
        state      <= IDLE;
        shift_reg  <= 8'b0;
        bit_cnt    <= 3'b0;
        counter    <= 3'b0;
        parity_bit <= 1'b0;
    end else begin
        if (state == IDLE) counter <= 2'b0; 
        else counter <= counter + 2'b1;
        if (sample_now) begin
            state <= next_state;
            if (state == START) begin
                shift_reg[0] <= '0;
                bit_cnt      <= '0;
            end
            if (state == DATA) begin
                bit_cnt <= bit_cnt + 3'd1;    
                shift_reg[bit_cnt] <= rx_i;   
            end
            if (state == PARITY) parity_bit <= rx_i;   
        end
    end
end
logic [7:0] data_masked;
always_comb begin
    case (data_bits_i)
        2'b00:   data_masked = {3'b0, shift_reg[4:0]};   
        2'b01:   data_masked = {2'b0, shift_reg[5:0]};   
        2'b10:   data_masked = {1'b0, shift_reg[6:0]};   
        default: data_masked =        shift_reg[7:0];    
    endcase
end
always_comb begin
    data_o         = 8'b0;
    data_valid_o   = 1'b0;
    parity_error_o = 1'b0;
    if (state == STOP) begin
        data_o         = data_masked;                      
        data_valid_o   = sample_now;
        parity_error_o = parity_en_i & ((parity_xor ^ parity_bit) != parity_type_i);
    end
end
endmodule
==> ./run.sh <==
#!/bin/bash
# OpenROAD 26Q1-2900-gdf79404cd8, Yosys 0.63+post, stock flow scripts
make -C /OpenROAD-flow-scripts/flow DESIGN_CONFIG=/design/flow/config.mk WORK_HOME=/design/flow/orfs finish
==> ./config.mk <==
export PLATFORM = sky130hd
export DESIGN_NAME = uart_rx
export DESIGN_NICKNAME = uart_rx
export VERILOG_FILES = /design/flow/design.v
export SDC_FILE = /design/flow/constraint.sdc
export NUM_CORES = 4
export LEC_CHECK = 1
export CORE_AREA = 10 10 98 98
export DIE_AREA = 0 0 108 108
==> ./constraint.sdc <==
current_design uart_rx

set clk_period 2.7
set clk_io_pct 0.2

create_clock -name clk0 -period $clk_period [get_ports {clk_i}]

set non_clock_inputs [all_inputs -no_clocks]
set_input_delay [expr $clk_period * $clk_io_pct] -clock clk0 $non_clock_inputs
set_output_delay [expr $clk_period * $clk_io_pct] -clock clk0 [all_outputs]
==> impl_metrics.py <==
# Synthesis and PnR figures
metrics = {
    "clock_network": {
        "cts_root_buf": "clkbuf_8",
        "clkTransAtPathRegs_ns": 0.07,
        "cts_num_sinks": 19,
        "insertion_delay_ns": 0.25,
        "ctsHoldBuffers": 0,
        "numCtsBuffers": 3,
        "clockBufferDepth": 2,
        "htreeDepth": 1,
        "tritoncts": "yes",
    },
    "routing": {
        "antenna_cells": 0,
        "wl_per_cell_um": 10.44,
        "vias": 860,
        "drt_first_pass_iters": 4,
        "drt-initial-drc-count": 41,
        "drc_errors": 0,
        "drtAntennaViolNets": 0,
        "drt_wl_total_mm": 2.474,
        "via_per_inst": 3.629,
    },
    "worst_setup_path": {
        "end_kind": "output pin",
        "worstSetupPathType": "flop to output pin",
        "crit_path_cell_trace": "xnor3_1, xnor3_1, nor3_1, and4b_1, dlygate4sd2_1",
        "crit_fanout": 2,
        "cp_common_cell": "xnor3_1",
        "worst_path_max_delay_cell": "xnor3_1",
        "max_stage_delay_ns": 0.40,
        "worst-path-buf-inv": 1,
        "cp.required_ns": 2.16,
        "crit_path_start_kind": "flop",
        "crit_arrival_ns": 1.98,
        "cp_top_family": "XOR/XNOR gates",
    },
    "global_routing": {
        "grt-ovfl-total": 0,
        "grt_pass1_wl_mm": 4.340,
        "antenna_found_initial": 0,
        "use_met1_pct": 5.836,
        "grt.met2_usage_pct": 7.500,
        "grt_max_degree": 20,
        "grt.busiest_layer": "met2",
        "track_usage_pct": 4.550,
        "grt_pass1_vias": 873,
        "use_met3_pct": 1.687,
    },
    "yosys": {
        "yosys_area_um2": 1176,
        "synth-async-reset-ratio_pct": 100.0,
        "largest_area_cell": "dfrtp_1",
        "top_cells_by_area": "dfrtp_1 38%, ha_1 6.4%, nand2_1 4.8%",
        "yosys.stat.seqShare_pct": 40.53,
        "netlist.area_leader.share_pct": 38.30,
        "ys_cells": 116,
        "netlist_area_um2": 1176,
        "synthDistinctLibCells": 39,
        "synth.top_cells.by_count": "18 x dfrtp_1, 15 x nand2_1, 8 x o21ai_0",
        "synthMostInstantiatedCell": "dfrtp_1",
        "yosys_warnings": 1,
        "syn_inst": 116,
        "synth-seq-cells": 19,
        "edf_count": 0,
        "ff_type": "dfrtp_1",
        "synth_area_per_cell_um2": 10.14,
    },
    "sta": {
        "fin_crit_sh_pct": 93.31,
        "rsz0062_at_grt": "false",
        "clock_skew_ns": 0.005650,
        "hold-worst-slack_ns": 0.4410,
        "max_freq_mhz": 396.9,
        "fin_crit_ns": 2.519,
        "slew_violations": 0,
        "layout_setup_ws_ns": 0.1806,
        "setup_violations": 0,
        "finalHoldViolCount": 0,
        "worst_pin_slew_ns": 0.4097,
        "slew_headroom_pct": 72.69,
    },
    "power_and_ir_drop": {
        "ir_worst_vdd_uv": 261.8,
        "leakagePower_nw": 0.6693,
        "finalPower_mw": 1.736,
        "powerDensity_nw_per_um2": 1146,
    },
    "status": {
        "status": "completed",
    },
    "job": {
        "warnings": 29,
        "drv_cap": 0,
    },
    "die": {
        "die_x_um": 108,
        "core_area_um2": 7647,
        "floorplanUtilization_pct": 15.38,
        "die-area_um2": 11660,
        "num_io_pins": 17,
        "die_y_um": 108,
        "row_count": 32,
    },
    "layout": {
        "layout.area.comb_um2": 648.1,
        "largest_register_ffs": 8,
        "regArea_um2": 476.7,
        "finish.utilization_pct": 19.81,
        "syn_to_final_growth_pct": 28.83,
        "final.fill_count": 817,
        "drive_above_1_share_pct": 14.07,
        "final_area_um2": 1515,
    },
    "placed_design": {
        "placed_cell_area_um2": 1458,
        "place_hpwl_mm": 1.913,
        "port_buffers": 16,
        "gp_congestion": 0.8356,
        "detailedPlace.worstSlack_ns": -0.1778,
    },
    "min_path": {
        "hp-class": "flop to flop",
    },
}
## per-layer routing
layer	share of wire, %	wire [um]
met3	7.5	185
met2	47	1155
met1	45	1121
met5	0	0
met4	0.44	11
## final timing paths
kind / from / endpoint / slack (ns) / depth (start not counted)
max: shift_reg[1] / parity_error_o / 0.18 / 5
min: counter[0] / counter[0] / 0.44 / 1
max reg2reg: bit_cnt[0] / shift_reg[4] / 0.57 / 6
min reg2reg: counter[0] / counter[0] / 0.44 / 1
max in group asynchronous: arst_ni / state[0] / 1.81 / 2
min in group asynchronous: arst_ni / shift_reg[6] / 0.62 / 2
## layout by cell type, fill, tap and decap left out, types with 2 or more instances in the layout
cell | synthesis | final
nor3_1 | 3 | 3
xnor2_1 | 3 | 3
a32o_1 | 2 | 2
buf_4 | 0 | 6
dlygate4sd2_1 | 0 | 2
inv_1 | 4 | 4
a22o_1 | 5 | 5
dfrtp_1 | 18 | 18
mux2_2 | 2 | 2
clkbuf_8 | 0 | 3
clkdlybuf4s50_1 | 0 | 14
and3_1 | 4 | 4
nand2_1 | 15 | 15
nor2_1 | 6 | 6
nand3_1 | 2 | 2
nand4_1 | 2 | 2
ha_1 | 6 | 6
o211a_1 | 2 | 2
and2_1 | 6 | 6
o21ai_0 | 8 | 7
xnor3_1 | 2 | 2
## worst reg2reg max path, cell delays in order, from the launching register on
cell and delay (ns):
dfrtp_1 0.59, inv_1 0.15, ha_1 0.30, xnor2_4 0.20, nand3_1 0.17, nor4_2 0.26
mux2_2 0.36
## logic make-up after synthesis
group           count (synthesis)  share of synthesized area (%)
compound gates                 25                          15.85
xor+xnor                        8                          10.53
fa+ha+maj                       6                          6.383
buf+inv                        11                          4.361
flops                          19                          40.53
mux                             3                          2.766
simple gates                   44                          19.57
## final cells by class
| type | count | area share [%] |
|---|---|---|
| multi-input combinational | 86 | 42.77 |
| sequential | 19 | 31.46 |
| timing repair buffer | 22 | 13.38 |
| tap | 102 | 8.423 |
| clock buffer | 4 | 2.973 |
| inverter | 4 | 0.9909 |
## metrics by stage
stage	TNS [ns]	instances
3_3_place_gp	-0.1596	231
4_1_cts	0	237
5_1_grt	0	237
3_5_place_dp	-0.1778	231
6_report	0	237
2_1_floorplan	0	116
## report_power, final
part / internal, mW / switching, mW / leakage [nW]
clock: 0.105 / 0.0871 / 0.0228
sequential: 0.424 / 0.185 / 0.233
combinational: 0.548 / 0.388 / 0.413
## timing repair
action | 4_1_cts | 5_1_grt
setup endpoints to repair | 1 | 0
buffers inserted | 2 | 0
resized | 3 | 0
Power is estimated from default activity; no workload was simulated.
